[./config.mk]
export PLATFORM = sky130hd
export DESIGN_NAME = SPM
export DESIGN_NICKNAME = SPM
export VERILOG_FILES = /design/flow/design.v
export SDC_FILE = /design/flow/constraint.sdc
export NUM_CORES = 4
export LEC_CHECK = 1
export CORE_UTILIZATION = 40
[./constraint.sdc]
current_design SPM

set clk_period 1.7
set clk_io_pct 0.2

create_clock -name clk0 -period $clk_period [get_ports {clk}]

set non_clock_inputs [all_inputs -no_clocks]
set_input_delay [expr $clk_period * $clk_io_pct] -clock clk0 $non_clock_inputs
set_output_delay [expr $clk_period * $clk_io_pct] -clock clk0 [all_outputs]
[./design.v]
`timescale 1ns/1ns
`timescale 1ns/1ns
module fullAdder (
   input  a,
   input  b,
   input  cin,
   output sum,
   output cout
);
 assign {cout,sum} = a+b+cin;
 endmodule
`timescale 1ns/1ns
module CSADD(
    input X,
    input Y,
    input clk,
    input rst,
    output sum
  );
  wire Y1;
  wire Y2;
  wire y2;
      fullAdder fa (.a(X), .b(Y), .cin(y2), .sum(Y1), .cout(Y2));
      FlipFlop ff1 (.clk(clk), .rst(rst), .D(Y1),.Q(sum));
      FlipFlop ff2 (.clk(clk), .rst(rst), .D(Y2),.Q(y2));
endmodule
`timescale 1ns/1ns
`timescale 1ns/1ns
module FlipFlop(
    input clk,
    input rst,
    input D,
    output reg Q
  );
  always @(posedge clk or posedge rst) begin
        if (rst) begin
            Q <= 0;
        end
        else begin
            Q <= D;
        end
    end
endmodule
module TCMP(
    input clk, 
    input rst,
    input A,
    output S
  );
  wire Z;
  wire d1;
  wire d2;
  assign d1 = A^Z;
  assign d2 = A|Z;
      FlipFlop ff1 (.clk(clk), .rst(rst), .D(d1),.Q(S));
      FlipFlop ff2 (.clk(clk), .rst(rst), .D(d2),.Q(Z));
endmodule
module Multiplier (
      input [31:0] MP,
      input [31:0] MC,
      input start,
      input clk,
      input rst,
      output reg [63:0] P,
      output reg done
  );
    reg [31:0] MP_Copy;
    reg [6:0] bitsCount;
    wire [31:0] XY;
    wire [31:1] PP;
    wire eP;
    always @(posedge start) begin 
        MP_Copy <= {{32{MP[31]}}, MP[31:0]};     
        bitsCount <= 1; 
    end
    always @(posedge clk) begin 
        if (!rst) begin 
          MP_Copy <= MP_Copy >> 1;
        end
    end
    genvar i;
    generate 
        assign XY[31] = MC[31]&&MP_Copy[0];     
        TCMP tcmp (.clk(clk), .rst(rst), .A(XY[31]), .S(PP[31]));
        for (i=30; i>=1; i=i-1) begin 
            assign XY[i]=MC[i]&&MP_Copy[0];
            CSADD csadd (.X(XY[i]), .Y(PP[i+1]), .clk(clk), .rst(rst), .sum(PP[i]));
        end
        assign XY[0] = MC[0]&&MP_Copy[0];       
        CSADD csadd1 (.X(XY[0]), .Y(PP[1]), .clk(clk), .rst(rst), .sum(eP));
    endgenerate
    always @( posedge start, posedge clk or posedge rst)begin
        if (rst) begin
            P <= 0;
            bitsCount<=0; 
        end
        else 
            bitsCount<=bitsCount+1; 
        if (bitsCount<=64) 
            done<=0;
        else  
            done<=1;
        P <= {eP,P[63:1]};
    end    
endmodule
`timescale 1ns/1ns
module SPM(
    input clk, 
    input rst, 
    input [31:0] X, 
    input Y, 
    output P
  );
    wire [31:0] XY;
    wire [31:0] PP;
    assign XY[31] = X[31]&&Y;     
    TCMP tcmp (.clk(clk), .rst(rst), .A(XY[31]), .S(PP[31]));
    genvar i;
    generate
        for (i=30; i>=1; i=i-1) begin 
            assign XY[i]=X[i]&&Y;
            CSADD csadd (.X(XY[i]), .Y(PP[i+1]), .clk(clk), .rst(rst), .sum(PP[i]));
        end
    endgenerate
    assign XY[0] = X[0]&&Y;       
    CSADD csadd (.X(XY[0]), .Y(PP[1]), .clk(clk), .rst(rst), .sum(P));
endmodule
[./run.sh]
#!/bin/bash
# OpenROAD 26Q1-2900-gdf79404cd8, Yosys 0.63+post, stock flow scripts
make -C /OpenROAD-flow-scripts/flow DESIGN_CONFIG=/design/flow/config.mk WORK_HOME=/design/flow/orfs finish
==> flow_summary_export.csv <==
group,metric,value,unit
sta,worst_pin_slew,329,ps
placed_design,port_buffers,35,
yosys,topCombFamilyByArea,"adder cells",
sta,timing.final.crit_share,0.841,
yosys,simple_gate_share,0.0643,
sta,rsz0062_at_grt,"false",
cells_and_area,mi_logic_area,801,um^2
floorplan,fp-utilization,0.413,
placed_design,pre_cts_ws,-74.9,ps
worst_hold_path,hold_path.class,"primary input to async pin",
clocking,ctsResizeCount,0,
sta,clock.fmax,699,MHz
yosys,synth_cell_types,7,
power,pwr-share-clk,0.231,
sta,final-max-slew-violation-count,0,
route,drt_iter0_markers,25,
sta,tns,0,ps
power,leakage,1.62,nW
route,drc,0,
global_route,grt_max_degree,35,
power,seq_power_share,0.553,
clocking,root_buffer,"clkbuf_8",
yosys,ys.flops,64,
route,antenna_cells,0,
sta,slew_headroom,0.780,
sta,fin_ws,270,ps
route,vias,1249,
yosys,synth_stat.cells,182,
cells_and_area,drive_gt1_frac,0.0779,
critical_path,path_buffers,3,
cells_and_area,syn_to_final_growth,25.1,%
sta,finalHoldViolations,0,
global_route,grt_pass1_vias,1347,
yosys,syn_avg_cell_area,14.3,um^2
critical_path,crit_family,"buffers and inverters",
power,swShare,0.291,
global_route,globalRouteOverflowTotal,0,
route,drt-pass1-iter-count,2,
job,max_cap_viol_count,0,
yosys,post_synth_most_frequent_cells,"dfrtp_1 (64), inv_1 (51), fa_1 (31)",
clocking,clock_latency,330,ps
power,power_frac_comb,0.216,
power,finalPower,0.00460,W
placed_design,dp_hpwl,2140,um
yosys,synth_area,2610,um^2
yosys,netlist.area_leader.share,0.614,
outcome,outcome,"finished clean",
power,p_switching,0.00134,W
sta,skew,9.57,ps
global_route,grt_pass1_wl,5970,um
cells_and_area,regArea,1600,um^2
critical_path,max_stage_delay,500,ps
route,ant_nets,0,
route,viasPerCell,4.06,
floorplan,dieArea,6850,um^2
sta,fin_crit,1430,ps
yosys,yosysWarnings,1,
placed_design,placed_cells,294,
yosys,syn_inst,182,
critical_path,path_cells,"clkdlybuf4s50_1 -> buf_12 -> nand2_1 -> fa_1 -> inv_1",
sta,setup_viol,0,
yosys,fa_ha_area_frac,0.243,
yosys,synth_seq_share,0.614,
yosys,ys_sh_xor,0,
clocking,cts_inserted_buffers,9,
yosys,synthArstFlopShare,1.00,
route,route.detailed.wl_per_inst,10.5,um
clocking,tritoncts,"yes",
clocking,cts_hold_buf,0,
cells_and_area,fin_cells,308,
yosys,yosysMostFrequentCell,"dfrtp_1",
critical_path,critPathLaunchType,"primary input",
yosys,compound_area_frac,0,
critical_path,crit_required,1920,ps
yosys,yosysChipArea,2610,um^2
cells_and_area,fillers,538,
global_route,antenna_found_initial,0,
clocking,postCtsSetupBuffers,0,
critical_path,path_class,"primary input to flop",
clocking,cts.clk_slew.worst_paths,70,ps
critical_path,crit_fanout,32,
critical_path,worstPathArrival,1650,ps
floorplan,rows,29,
route,wirelength,3230,um
power,p_int,0.00326,W
power,powerDensity,1410,nW/um^2
job,tool_warnings,25,
clocking,clock_sinks,64,
placed_design,globalplace.congestion,0.689,
floorplan,ioPinCount,36,
global_route,track_usage,0.128,
yosys,ys.flop_type,"dfrtp_1",
yosys,top_area_cell,"dfrtp_1",
critical_path,critPathCaptureType,"flop",
critical_path,worst_path_max_delay_cell,"clkdlybuf4s50_1",
floorplan,die_w,82.8,um
yosys,topCellsByArea,"dfrtp_1 (61%), fa_1 (24%), inv_1 (7.3%)",
power,peakVddDrop,0.831,mV
floorplan,core_region_area,6310,um^2
yosys,edf_count,0,
clocking,htree_levels,3,
yosys,mux_area_frac,0,
floorplan,die_y,82.8,um
clocking,cts_buffer_depth,2,
[final timing paths]
| kind | cells after the start | from | to | slack (ps) |
|---|---|---|---|---|
| setup reg to reg | 3 | genblk1[23].csadd.ff2.Q$_DFF_PP0_ | genblk1[23].csadd.ff1.Q$_DFF_PP0_ | 650 |
| hold reg to reg | 1 | genblk1[18].csadd.ff1.Q$_DFF_PP0_ | genblk1[17].csadd.ff1.Q$_DFF_PP0_ | 520 |
| min in group clk0 | 1 | genblk1[18].csadd.ff1.Q$_DFF_PP0_ | genblk1[17].csadd.ff1.Q$_DFF_PP0_ | 520 |
| setup / recovery | 5 | Y | genblk1[7].csadd.ff1.Q$_DFF_PP0_ | 270 |
| max in group asynchronous | 3 | rst | genblk1[11].csadd.ff2.Q$_DFF_PP0_ | 910 |
| hold / removal | 2 | rst | genblk1[17].csadd.ff1.Q$_DFF_PP0_ | 320 |
[cell type report]
type	instances	share of cell area
Multi-Input combinational cell	64	0.245
Timing Repair Buffer	38	0.126
Clock buffer	10	0.0422
Inverter	51	0.0598
Sequential cell	64	0.491
Tap cell	77	0.0295
Clock inverter	4	0.00690
[cells by family after synthesis]
family,count (synthesis)
adder cells (fa/ha/maj),32
flip-flops,64
AND/OR/NAND/NOR,32
buffers and inverters,54
[cells in the final DEF, fill, tap and decap left out]
cell | Yosys | routed
nand2_1 | 13 | 13
buf_12 | 0 | 3
clkbuf_8 | 0 | 10
clkinvlp_4 | 0 | 2
ha_1 | 1 | 1
clkdlybuf4s50_1 | 0 | 35
clkinv_2 | 0 | 3
and2_1 | 19 | 19
fa_1 | 31 | 31
inv_1 | 51 | 50
dfrtp_1 | 64 | 64
[power groups by stage]
stage / Combinational (W) / Sequential (W) / Clock [W]
final: 0.000992 / 0.00255 / 0.00106
after CTS: 0.00103 / 0.00256 / 0.00111
after global routing: 0.00130 / 0.00265 / 0.00117
[state kept, by name (all words and copies together) (netlist names)]
register and flops:
tcmp.ff1.Q 1, genblk1.csadd.ff2.Q 30, csadd.ff1.Q 1, tcmp.ff2.Q 1
genblk1.csadd.ff1.Q 30, csadd.ff2.Q 1
[metal layers]
metal,share of wire,global-route usage
met5,0,0
met1,0.46,0.200
met3,0.099,0.0747
met2,0.42,0.170
met4,0.017,0.0155
[per-stage QoR]
stage	cell area [um^2]	utilization	hold slack (ps)
after global routing	3260	0.517	326
after detailed placement	3100	0.492	522
after floorplan	2610	-	471
final	3260	0.517	325
after CTS	3260	0.517	315
after global placement	3100	0.492	513
No activity file was given, so power comes from the tool's default toggle rates.
